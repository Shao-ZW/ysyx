File: design/flow/run.sh
#!/bin/bash
# OpenROAD 26Q1-2900-gdf79404cd8, Yosys 0.63+post, stock flow scripts
make -C /OpenROAD-flow-scripts/flow DESIGN_CONFIG=/design/flow/config.mk WORK_HOME=/design/flow/orfs finish
File: design/flow/config.mk
export PLATFORM = sky130hd
export DESIGN_NAME = ALU
export DESIGN_NICKNAME = ALU
export VERILOG_FILES = /design/flow/design.v
export SDC_FILE = /design/flow/constraint.sdc
export NUM_CORES = 4
export LEC_CHECK = 1
export CORE_UTILIZATION = 40
File: design/flow/constraint.sdc
current_design ALU

set clk_period 32.7
set clk_io_pct 0.2

create_clock -name clk0 -period $clk_period

set non_clock_inputs [all_inputs -no_clocks]
set_input_delay [expr $clk_period * $clk_io_pct] -clock clk0 $non_clock_inputs
set_output_delay [expr $clk_period * $clk_io_pct] -clock clk0 [all_outputs]
File: design/flow/design.v
module ALU (
    input  [9:0]  op,
    input  [31:0] src1,
    input  [31:0] src2,
    output [31:0] res
);
    wire op_add;
    wire op_sub;
    wire op_slt;
    wire op_sltu;
    wire op_and;
    wire op_or;
    wire op_xor;
    wire op_sll;
    wire op_srl;
    wire op_sra;
    assign op_add  = op[0];
    assign op_sub  = op[1];
    assign op_slt  = op[2];
    assign op_sltu = op[3];
    assign op_and  = op[4];
    assign op_or   = op[5];
    assign op_xor  = op[6];
    assign op_sll  = op[7];
    assign op_srl  = op[8];
    assign op_sra  = op[9];
    wire [31:0] add_sub_res;
    wire [31:0] slt_res;
    wire [31:0] sltu_res;
    wire [31:0] and_res;
    wire [31:0] or_res;
    wire [31:0] xor_res;
    wire [31:0] sll_res;
    wire [31:0] srl_res;
    wire [31:0] sra_res;
    assign and_res = src1 & src2;
    assign or_res  = src1 | src2;
    assign xor_res = src1 ^ src2;
    assign sll_res = src1 << src2[4:0];
    assign srl_res = src1 >> src2[4:0];
    assign sra_res = ($signed(src1)) >>> src2[4:0];
    wire [31:0] adder_a;
    wire [31:0] adder_b;
    wire        adder_cin;
    wire [31:0] adder_res;
    wire        adder_cout;
    wire [32:0] adder_tmp;
    assign adder_a   = src1;
    assign adder_b   = (op_sub | op_slt | op_sltu) ? ~src2 : src2;
    assign adder_cin = (op_sub | op_slt | op_sltu) ? 1'b1 : 1'b0;
    assign adder_tmp = {1'b0, adder_a} + {1'b0, adder_b} + {32'b0, adder_cin};
    assign adder_res  = adder_tmp[31:0];
    assign adder_cout = adder_tmp[32];
    assign add_sub_res = adder_res;
    assign slt_res[31:1] = 31'b0;
    assign slt_res[0]    = (src1[31] & ~src2[31]) | (~(src1[31] ^ src2[31]) & adder_res[31]);
    assign sltu_res[31:1] = 31'b0;
    assign sltu_res[0]    = ~adder_cout;  
    assign res =  ({32{op_add | op_sub}} & add_sub_res)
                | ({32{op_slt}}  & slt_res)
                | ({32{op_sltu}} & sltu_res)
                | ({32{op_and}}  & and_res)
                | ({32{op_or}}   & or_res)
                | ({32{op_xor}}  & xor_res)
                | ({32{op_sll}}  & sll_res)
                | ({32{op_srl}}  & srl_res)
                | ({32{op_sra}}  & sra_res);
endmodule
==> run_results.csv <==
group,metric,value,unit
die,core,18100,sq um
setup_path,crit_arrival,11.18,ns
timing,finalMaxSlewViolations,0,
power,p_per_area,20.0,nW/um^2
synth,yosysTopAreaCell,"ha_1",
synth,yosys_cells,1019,
layout,nClkBuffers,0,
global_route,grt_overflow,0,
layout,fin_util,47.7,%
global_route,grt_pass1_vias,7666,
setup_path,path_class,"input pin to output pin",
layout,fillCellCount,1871,
die,fp_util,41.1,%
power,combPwrFrac,100.0,%
setup_path,cp_max_fo,31,
drt,wl_per_cell,23.7,um
global_route,grt_usage,32.4,%
layout,flop-count,0,
setup_path,cpPeakStageDelay,0.60,ns
clock_network,cts_hold_buffers,0,
power,clkPwrFrac,0,%
global_route,grt_pass1_wl,46400,um
setup_path,worst-path-buf-inv,3,
placed_design,globalplace.congestion,1.03,
setup_path,cp.required,26.16,ns
power,internal_power,0.0000729,W
die,io_pins,106,
synth,yosysWarnings,0,
synth,synthCells,1019,
drt,drtPass1Iterations,29,
synth,synth_cell_type_count,68,
clock_network,post_cts_resize_count,0,
setup_path,crit_path_cell_trace,"clkdlybuf4s50_1, nor3_2, buf_4, xnor2_1, fa_1, a21oi_1, or3_1, o211ai_1, a31oi_1, o31ai_1, o22a_1, mux2i_1, o221ai_1, clkdlybuf4s50_1",
global_route,antenna_found_initial,0,
setup_path,cpMaxStageDelayCell,"a31oi_1",
die,row_count,49,
timing,max-slew-margin-rel,38.9,%
setup_path,cp-end-kind,"output pin",
placed_design,place_inst,1299,
timing,min_period,17.72,ns
synth,netlist_area,7440,sq um
die,chip_area,19100,sq um
global_route,gr-usage-met1,45.3,%
timing,tightest_slew,0.916,ns
synth,avgSynthCellArea,7.30,sq um
power,p_leak,3.63,nW
drt,antenna_left,0,
layout,seqCellArea,0,sq um
synth,ys_top_cells_by_area,"ha_1 (16%), mux4_2 (15%), mux2i_1 (6.2%), nor2_1 (5.7%), o21ai_0 (5.4%)",
drt,diodes,0,
synth,yosys.area.top_type_share,16.3,%
die,die_x,138,um
layout,drive_gt1_share,9.07,%
placed_design,dpl_cell_area,8620,sq um
drt,via_per_inst,6.44,
layout,comb_area,6730,sq um
timing,rsz0062_at_grt,"no",
die,die_y,138,um
global_route,use_met2,47.3,%
global_route,gr-usage-met3,12.9,%
power,swShare,57.8,%
timing,hold_violations,0,
power,peakVddDrop,0.00000714,V
layout,syn2layout_area_growth,15.9,%
layout,stdcell_area,8620,sq um
global_route,grt_max_degree,78,
drt,wirelength,30800,um
timing,setup_viol,0,
run_status,outcome,"complete, no violations",
timing,tns,0,ns
drt,drc,0,
job,warning_count,66,
clock_network,post_cts_buffers,0,
timing,fin_crit_sh,54.2,%
placed_design,dp_hpwl,23500,um
setup_path,cp_top_family,"AND-OR/OR-AND gates",
synth,ys_seq_share,0,%
synth,ys_chip_area,7440,sq um
global_route,top_usage_layer,"met2",
drt,drt_iter0_drc,919,
layout,final-instance-count-excl-fill,1299,
timing,timing.fmax,0.0564,GHz
min_path,hp-class,"input pin to output pin",
power,p_sw,0.0000997,W
setup_path,crit_top_cell,"clkdlybuf4s50_1",
power,p_seq_share,0,%
job,drv_cap,0,
drt,via_count,8372,
placed_design,port_buffers,106,
setup_path,cp-start-kind,"input pin",
[path summary, 6_finish.rpt]
path | slack (ns) | cells after the start | start | to
worst max-delay path | 14.98 | 14 | op[1] | res[30]
worst min-delay path | 14.21 | 6 | src2[1] | res[2]
[per-stage QoR]
step	total power, W	worst slack (ns)	hold WS [ns]
final	0.000173	14.98	14.21
after CTS	0.000169	15.03	14.21
after detailed placement	0.000168	15.05	14.22
after global routing	0.000186	14.85	14.27
after global placement	0.000169	15.10	14.21
after floorplan	0.000105	16.51	13.19
[power by group through the flow]
stage         clock, W  sequential (W)  combinational [W]
CTS                  0               0           0.000169
global route         0               0           0.000186
finish               0               0           0.000173
[routing by layer]
layer	vias up	wire, um
met3	56	3710
li1	3922	-
met4	0	806
met1	3956	13100
met2	438	13200
met5	-	0
[cell usage in the layout, fill, tap and decap left out, types with 6 or more instances in the layout]
| cell type | netlist | final |
|---|---|---|
| buf_4 | 1 | 23 |
| a21o_1 | 15 | 15 |
| nand4_1 | 15 | 15 |
| clkdlybuf4s50_1 | 0 | 102 |
| o211ai_1 | 17 | 17 |
| xnor2_1 | 43 | 43 |
| ha_1 | 97 | 97 |
| inv_1 | 105 | 104 |
| a221oi_1 | 10 | 10 |
| nor3_1 | 16 | 15 |
| mux2i_1 | 46 | 46 |
| a211oi_1 | 8 | 8 |
| mux4_2 | 50 | 50 |
| nand2_1 | 68 | 68 |
| a31oi_1 | 13 | 13 |
| nor2_1 | 113 | 112 |
| a21oi_1 | 65 | 65 |
| o21bai_1 | 6 | 6 |
| nand3_1 | 22 | 22 |
| a222oi_1 | 31 | 31 |
| o221ai_1 | 10 | 10 |
| xor2_1 | 13 | 13 |
| o21ai_0 | 80 | 80 |
| mux2_2 | 6 | 6 |
| o22ai_1 | 6 | 6 |
| or3_1 | 14 | 14 |
[tightest hold or removal path, cell delays in order]
cell and delay (ns):
buf_4 0.24, nand3_1 0.14, a31oi_1 0.14, nand3_1 0.09, nand3_1 0.08, clkdlybuf4s50_1 0.43
[cell families after synthesis]
| logic type | count (synthesis) | share of synthesized area, % |
|---|---|---|
| and+or+nand+nor | 272 | 16.5 |
| buffers and inverters | 183 | 9.60 |
| muxes | 102 | 22.2 |
| adders and majority gates | 98 | 16.6 |
| xor gates and xnor gates | 56 | 6.59 |
| AOI/OAI and AO/OA | 308 | 28.5 |
[cell usage after synthesis, types with 10 or more instances]
library cell / n
nor2_1: 113
o221ai_1: 10
a221oi_1: 10
a21oi_1: 65
a222oi_1: 31
o211ai_1: 17
mux2i_1: 46
nand4_1: 15
nand3_1: 22
or3_1: 14
xnor2_1: 43
nor3_1: 16
xor2_1: 13
buf_1: 11
mux4_2: 50
nand2_1: 68
a21o_1: 15
inv_1: 105
a31oi_1: 13
buf_2: 12
o21ai_0: 80
clkbuf_1: 50
ha_1: 97
[cell type report]
type / count / area share, %
Inverter: 107 / 4.66
Multi-Input combinational cell: 836 / 78.1
Tap cell: 229 / 3.32
Timing Repair Buffer: 127 / 14.0
No activity file was given, so power comes from the tool's default toggle rates.
