**design.v**
```verilog
module regfile (
    input         clk,
    input         wen,
    input  [4:0]  raddr1,
    input  [4:0]  raddr2, 
    input  [4:0]  waddr,
    input  [31:0] wdata,
    output [31:0] rdata1,
    output [31:0] rdata2
);
    reg [31:0] reg_array[31:0];
    always @(posedge clk) begin
        if(wen) begin
            reg_array[waddr] <= wdata;
        end
    end
    assign rdata1 = (raddr1 == 5'b0) ? 32'b0 : reg_array[raddr1];
    assign rdata2 = (raddr2 == 5'b0) ? 32'b0 : reg_array[raddr2];
endmodule
```
**run.sh**
```bash
#!/bin/bash
# OpenROAD 26Q1-2900-gdf79404cd8, Yosys 0.63+post, stock flow scripts
make -C /OpenROAD-flow-scripts/flow DESIGN_CONFIG=/design/flow/config.mk WORK_HOME=/design/flow/orfs finish
```
**config.mk**
```make
export PLATFORM = sky130hd
export DESIGN_NAME = regfile
export DESIGN_NICKNAME = regfile
export VERILOG_FILES = /design/flow/design.v
export SDC_FILE = /design/flow/constraint.sdc
export NUM_CORES = 4
export LEC_CHECK = 1
export CORE_UTILIZATION = 50
```
**constraint.sdc**
```tcl
current_design regfile

set clk_period 5.9
set clk_io_pct 0.2

create_clock -name clk0 -period $clk_period [get_ports {clk}]

set non_clock_inputs [all_inputs -no_clocks]
set_input_delay [expr $clk_period * $clk_io_pct] -clock clk0 $non_clock_inputs
set_output_delay [expr $clk_period * $clk_io_pct] -clock clk0 [all_outputs]
```
==> Table 3: Implementation characteristics <==
Table: implementation figures

Parameter                              Value

Yosys
  Leading post-synthesis cells by cell area    sky130_fd_sc_hd__edfxtp_1 65%, sky130_fd_sc_hd__mux4_2 20%, sky130_fd_sc_hd__mux2i_1 3.9%, sky130_fd_sc_hd__a22o_1 1.2%, sky130_fd_sc_hd__clkbuf_1 0.83%
  Share of async-settable or async-resettable flops after synthesis    0
  Yosys stat cell total    2,400
  Area share of the leading cell type in the synthesized netlist    0.6548
  Synth Seq Share    0.6548
  Cell accounting for the most synthesized area    sky130_fd_sc_hd__edfxtp_1
  Number of synthesized flops with an enable pin    1,024
  Instance count of the mapped netlist    2,400
  Average size of a mapped cell    19.57 µm²
  Post-synth regs    1,024
  Main flop type after synthesis    sky130_fd_sc_hd__edfxtp_1
  Syn Std Cell Area    0.04696 mm²
  Number of different library cells in the post-synthesis netlist    40
  Syn. warnings    1
  YS chip area    0.04696 mm²

Drt
  Via count normalized by instance count    6.762
  Detail Route Antenna Nets    0
  DR pass1 iterations    5
  Wire length per cell after detailed routing    37.60 µm
  Residual DRC count    0
  Wire length after detailed routing    148.9 mm
  Initial DRC Count    1,711
  Overall via count from detail_route    26.77k

Power and ir drop
  Worst supply voltage drop on vdd    0.0002804 V
  Power density relative to cell area    302.4 mW/mm²
  Total power consumption of the routed design    16.43 mW
  Static leakage    17.62 nW

STA
  Fin. Hold Viols    0
  Peak clock frequency supported by timing    170.2 MHz
  Final Setup Violations    0
  Period Utilization, post-route    0.9959
  Number of pins exceeding their max-slew limit in the final report    0
  Final Critical Period    5.876 ns
  Worst slew slack as a fraction of its limit    0.03161
  Unrepaired setup endpoints after global routing    no
  Total Neg Setup Slack    0 ns
  Measured slew at the worst slew-check pin    1.444 ns

Outcome
  Status    completed

Floorplan
  Die Span X    308.5 µm
  Die Y    308.5 µm
  Core box area    0.09319 mm²
  Initial Utilization    0.5039
  I/O pin cnt    113
  Total die area    0.09515 mm²
  Floorplan row count    112

Clocking
  CTS-repair resized insts    3
  Register clock-pin slew on the reported worst setup and hold paths    0.06 ns
  Post-CTS setup-driven buffer insertion count    0
  CTS Buf Count    107
  Level count of the clock H-tree    3
  Number of sinks driven by the clock tree    1,024
  Max clock buf depth    3
  Clock tree from TritonCTS    done
  CTS Hold Bufs    0
  Clock Tree Root    sky130_fd_sc_hd__clkbuf_16

Finish
  Area Overhead vs Synth    15.71%
  Largest registers    reg_array (1024)
  Top register by number of flip-flops    reg_array
  Most instantiated logic cells after routing    1,024 x sky130_fd_sc_hd__edfxtp_1, 425 x sky130_fd_sc_hd__mux4_2, 183 x sky130_fd_sc_hd__mux2i_1
  Commonest non-fill, non-tap cell in the layout    sky130_fd_sc_hd__edfxtp_1
  Number of flip-flops under the largest register name    1,024
  Fraction of final layout cells with drive strength greater than 1    0.3110
  Fillers    6,537

GRT
  Number of global-route vias before repair    30.06k
  Global-route wire length before repair    210.9 mm
  Total grt overflow    0
  Gr usage total    0.3610
  Antenna violations before repair    2
  Largest net degree at the start of global routing    69

Worst setup path
  Required time of the worst setup path    4.72 ns
  Endpoint class of the critical path    primary output
  Maximum fanout along the worst path    48
  Worst setup SP type    input pin
  CP Data Arrival Time    4.70 ns
  Setup CP Type    in2out

Placement
  Number of buffer cells added on primary ports    112
  Final weighted congestion in routability-driven placement    0.9238
  Detailed placement HPWL    91.19 mm

Job
  # Max-Cap Violations    0
  Log Warnings    26

Min path
  Worst min path class    in2reg
==> Yosys cell counts, types with 13 or more instances <==
master                      number
sky130_fd_sc_hd__edfxtp_1     1024
sky130_fd_sc_hd__mux4_2        425
sky130_fd_sc_hd__mux2i_1       183
sky130_fd_sc_hd__clkbuf_1      104
sky130_fd_sc_hd__nand2_1        65
sky130_fd_sc_hd__a22o_1         62
sky130_fd_sc_hd__buf_2          58
sky130_fd_sc_hd__o22ai_1        55
sky130_fd_sc_hd__a211oi_1       47
sky130_fd_sc_hd__a21oi_1        46
sky130_fd_sc_hd__nor2_1         35
sky130_fd_sc_hd__nor3_1         32
sky130_fd_sc_hd__a2111oi_0      31
sky130_fd_sc_hd__o221ai_1       31
sky130_fd_sc_hd__inv_1          25
sky130_fd_sc_hd__a211o_1        23
sky130_fd_sc_hd__a221oi_1       23
sky130_fd_sc_hd__buf_4          20
sky130_fd_sc_hd__mux2_1         19
sky130_fd_sc_hd__and2_1         13
==> power by group <==
group          switching (mW)  total, mW  internal, mW
registers              0.0353       8.13          8.10
logic                   0.881       1.55         0.674
clock network            2.82       6.74          3.92
==> cell type report <==
class	count	area, µm²	area share
Sequential cell	1024	30750	0.5659
Multi-Input combinational cell	1150	15440	0.2842
Clock inverter	69	706.9	0.01301
Antenna cell	1	2.502	0.00004605
Timing Repair Buffer	305	2980	0.05485
Tap cell	1254	1569	0.02888
Inverter	25	96.34	0.001773
Clock buffer	131	2789	0.05133
==> cells by family (layout without fill, tap and decap cells) <==
group / Yosys count / count (layout) / synth area share
mux: 632 / 632 / 0.2486
compound gates: 331 / 331 / 0.05409
flops: 1024 / 1024 / 0.6548
other cells: 0 / 1 / 0
simple gates: 187 / 187 / 0.01940
buf+inv: 226 / 530 / 0.02313
==> per-layer routing <==
| metal | up-vias | global-route usage | wire length (µm) |
|---|---|---|---|
| met1 | 13370 | 0.4200 | 43130 |
| met5 | - | 0.01912 | 458 |
| met3 | 341 | 0.3199 | 30990 |
| met2 | 2171 | 0.5008 | 68140 |
| li1 | 10880 | - | - |
| met4 | 8 | 0.1073 | 6146 |
==> stage by stage <==
stage | setup WS [ns] | instance area (µm²) | instances | utilization | hold slack (ns)
final | 0.02392 | 54340 | 3959 | 0.5831 | 1.311
after global routing | 0.04005 | 54330 | 3958 | 0.5830 | 1.324
after CTS | 0.2443 | 54330 | 3958 | 0.5830 | 1.289
after detailed placement | -0.08872 | 50820 | 3758 | 0.5454 | 2.012
after global placement | -1.247 | 50790 | 3756 | 0.5450 | 2.009
after floorplan | 1.972 | 46960 | 2400 | - | 1.279
==> worst paths after layout <==
kind | startpoint | end | slack, ns | cells past startpoint
worst max-delay path | raddr2[3] | rdata2[26] | 0.02 | 8
worst min-delay path | wdata[27] | reg_array[12][27]$_DFFE_PP_ | 1.31 | 2
==> critical path: stages <==
cell                              delay, ns
sky130_fd_sc_hd__clkdlybuf4s50_1       0.80
sky130_fd_sc_hd__or3b_2                0.24
sky130_fd_sc_hd__buf_12                0.34
sky130_fd_sc_hd__o221ai_1              0.20
sky130_fd_sc_hd__a211oi_1              1.11
sky130_fd_sc_hd__nor3_1                0.15
sky130_fd_sc_hd__buf_4                 0.20
sky130_fd_sc_hd__clkdlybuf4s50_1       0.42
Power and IR drop assume default switching activity.
