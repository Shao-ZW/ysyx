==> flow/design.v <==
module DRAM_read_ctrl (
    input  [31:0] dram_rdata,
    input  [31:0] dram_raddr,
    input  [4:0]  load_type,
    output [31:0] load_data
);
    wire inst_lb;
    wire inst_lh;
    wire inst_lw;
    wire inst_lbu;
    wire inst_lhu;
    wire [31:0] rdata;
    wire [31:0] lb_data;
    wire [31:0] lh_data;
    wire [31:0] lw_data;
    wire [31:0] lbu_data;
    wire [31:0] lhu_data;
    assign inst_lb  = load_type[0];
    assign inst_lh  = load_type[1];
    assign inst_lw  = load_type[2];
    assign inst_lbu = load_type[3];
    assign inst_lhu = load_type[4];
    assign rdata = dram_rdata >> {dram_raddr[1:0], 3'b0};
    assign lb_data  = {{24{rdata[7]}}, rdata[7:0]};
    assign lh_data  = {{16{rdata[15]}}, rdata[15:0]};
    assign lw_data  = rdata;
    assign lbu_data = {24'h0, rdata[7:0]};
    assign lhu_data = {16'h0, rdata[15:0]};
    assign load_data =  ({32{inst_lb}}  & lb_data)
                      | ({32{inst_lh}}  & lh_data)
                      | ({32{inst_lw}}  & lw_data)
                      | ({32{inst_lbu}} & lbu_data)
                      | ({32{inst_lhu}} & lhu_data);
endmodule
==> flow/run.sh <==
#!/bin/bash
# OpenROAD 26Q1-2900-gdf79404cd8, Yosys 0.63+post, stock flow scripts
make -C /OpenROAD-flow-scripts/flow DESIGN_CONFIG=/design/flow/config.mk WORK_HOME=/design/flow/orfs finish
==> flow/config.mk <==
export PLATFORM = sky130hd
export DESIGN_NAME = DRAM_read_ctrl
export DESIGN_NICKNAME = DRAM_read_ctrl
export VERILOG_FILES = /design/flow/design.v
export SDC_FILE = /design/flow/constraint.sdc
export NUM_CORES = 4
export LEC_CHECK = 1
export CORE_AREA = 10 10 76 76
export DIE_AREA = 0 0 86 86
==> flow/constraint.sdc <==
current_design DRAM_read_ctrl

set clk_period 2.3
set clk_io_pct 0.2

create_clock -name clk0 -period $clk_period

set non_clock_inputs [all_inputs -no_clocks]
set_input_delay [expr $clk_period * $clk_io_pct] -clock clk0 $non_clock_inputs
set_output_delay [expr $clk_period * $clk_io_pct] -clock clk0 [all_outputs]
==> notes.md <==
impl run done, here's what came out: Fin Setup TNS=0 ns, Remaining DRCs=0, syn_area_per_cell=7.27 sq um, dpl hpwl=3.27 mm, Post-Route WL=4.46 mm, vias in the first global route=1,361, GRT Overall Usage=11.9%, status=finished, final reports clean, Top-area cell share=22.3%, share of cells above drive strength 1=45.1%, Ant. Diodes=0, yosys cell count=111, LEAKAGE=0.980 nW, most frequent CP cell=buf_6, Seq/Total Area, Yosys=0%, Flops=0, Die Wd=86 um, register area=0 sq um, count of non-filler cells in the finished layout=274, Synth area leaders=mux2_2 22%, nand3_1 9.9%, mux2i_1 8.7%, # port buffers=71, GP Congestion=0.774, Cells after Synth=111, most common cell in the netlist=nand2_1, Critical-path top delay cell=mux2_4, Netlist Area Pre-Place=807 sq um, first-pass GRT wire length=7.23 mm, Slew headroom=86.4%, largest area contributor in the netlist=mux2_2, Pwr Density=216 mW/mm^2, largest net degree at the start of global routing=9, Die ar.=0.00740 sq mm, Die H=86 um, # clk buffers=0, Max Slew Vio Count=0, critical setup path kind=input port to primary output, worst-path maximum fanout=5, max frequency=0.444 GHz, drt wl/cell=16.3 um, Hold WC Path Type=input port to primary output, Cell Chain, Critical Path=clkdlybuf4s15_1, mux2_4, buf_6, a31oi_4, buf_6, buf_6, buf_12, nand3_1, clkdlybuf4s15_1, period utilisation layout=97.8%, Placement Rows=23, crit end category=primary output, Ports=101, critical path's largest stage delay=0.29 ns, startpoint types=input port, DR vias=1,264, hold_buf cts=0, Final ANT Viol Nets=0, synthesis area per yosys=807 sq um, post-layout min period=2.25 ns, floorplan core density=19.6%, GRT overflow=0, synthesis-to-layout area growth=152%, Setup violations, final=0, drt initial violations=44, Peak VDD IR=68.6 uV, dpl cells=252, DRT Pass-1 Iters=4, Critical Path AT=1.79 ns, Tot Pwr=0.441 mW, Max-Cap Viols=0, Crit path required time=1.84 ns, Synth cell types=26, routed vias/inst=4.61, top post-synthesis cells by count=17 x nand2_1, 16 x mux2_2, 16 x nand3_1, Log Warnings=62, Yosys warning count=0, number of antenna violations at the first check in global routing=0, Core Util, Final=49.5%, Core Box Area=0.00412 sq mm, Slew @ Worst Pin=0.198 ns, Final Hold Violation Tally=0
-- through the flow --
step | hold WS [ns] | worst slack [ns] | instance area [sq um]
after floorplan | 0.994 | 0.613 | 807
after global placement | 1.90 | -0.523 | 1770
after detailed placement | 1.91 | -0.489 | 1770
after CTS | 1.53 | 0.00295 | 2070
after global routing | 1.47 | -0.00959 | 2040
final | 1.41 | 0.0499 | 2040
-- cell usage in the layout, fill, tap and decap left out, types with 3 or more instances in the layout --
cell type / instances
o21ai_1: 6
nand3_2: 5
a211oi_2: 4
clkdlybuf4s15_1: 7
nand2_1: 17
nand3_1: 11
buf_4: 33
clkdlybuf4s50_1: 30
buf_2: 9
a22oi_1: 7
dlygate4sd2_1: 21
buf_6: 10
clkbuf_2: 3
buf_12: 6
nor2_1: 9
a211oi_1: 3
mux2i_1: 7
mux2_2: 15
-- repair_timing --
action | CTS | global route
setup buffers | 21 | 1
setup endpoints to repair | 32 | 11
cloned | 4 | 0
resized | 106 | 14
pin swaps | 3 | 2
-- per-layer routing --
metal	GRT usage, %	up-vias	wire [um]	share of wire [%]
met5	0	-	0	0
met4	0.449	0	15	0.34
met3	3.53	2	364	8.2
met2	19.5	40	2130	48
met1	15.7	578	1960	44
li1	-	644	-	-
-- where the power goes --
part	leakage [nW]	switching (mW)	internal, mW	total, mW
clock	0	0	0	0
sequential	0	0	0	0
combinational	0.980	0.155	0.285	0.441
-- final cells by class --
| class | count | area [sq um] |
|---|---|---|
| multi-input cells | 100 | 802 |
| fillers | 395 | 2080 |
| well taps | 50 | 62.6 |
| repair buffers | 122 | 1160 |
| inverters | 2 | 7.51 |
-- critical path: cells and delay by family --
kind | cells | cell delay (ns)
buffers and inverters | 6 | 0.80
muxes | 1 | 0.29
AOI/OAI and AO/OA | 1 | 0.18
and+or+nand+nor | 1 | 0.05
-- final timing paths --
check,startpoint,endpoint,slack (ns),depth (start not counted)
min,dram_rdata[31],load_data[31],1.41,5
max,dram_rdata[15],load_data[26],0.05,9
-- kinds of logic (layout without fill, tap and decap cells) --
| group | after synthesis | after routing | synth area share (%) |
|---|---|---|---|
| mux | 24 | 24 | 32.9 |
| compound gates | 25 | 25 | 24.3 |
| simple gates | 51 | 51 | 32.2 |
| buf+inv | 11 | 124 | 10.5 |
No activity file was given, so power comes from the tool's default toggle rates.
